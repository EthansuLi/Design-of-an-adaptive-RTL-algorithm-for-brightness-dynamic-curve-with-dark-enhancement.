File: run.sh
#!/bin/bash
# OpenROAD 26Q1-2900-gdf79404cd8, Yosys 0.63+post, stock flow scripts
make -C /OpenROAD-flow-scripts/flow DESIGN_CONFIG=/design/flow/config.mk WORK_HOME=/design/flow/orfs finish
File: config.mk
export PLATFORM = sky130hd
export DESIGN_NAME = Slide_2to1_Video_Interface
export DESIGN_NICKNAME = Slide_2to1_Video_Interface
export VERILOG_FILES = /design/flow/design.v
export SDC_FILE = /design/flow/constraint.sdc
export NUM_CORES = 4
export LEC_CHECK = 1
export CORE_UTILIZATION = 40
File: constraint.sdc
current_design Slide_2to1_Video_Interface

set clk_period 4.8
set clk_io_pct 0.2

create_clock -name clk0 -period $clk_period [get_ports {i_clk}]

set non_clock_inputs [all_inputs -no_clocks]
set_input_delay [expr $clk_period * $clk_io_pct] -clock clk0 $non_clock_inputs
set_output_delay [expr $clk_period * $clk_io_pct] -clock clk0 [all_outputs]
File: design.v
`timescale 1ns / 1ps
module Slide_2to1_Video_Interface
#(
    parameter C_CLOCK_FREQ_HZ   = 148500000,     
    parameter C_SLIDE_COLOR     = 24'h00_00_00,  
    parameter C_SLIDE_STEP_US   = 10,            
    parameter C_SLIDE_PWIDTH    = 5,             
    parameter C_SLIDE_CWAIT_MS  = 1000           
)
(
    input i_clk,                                 
    input i_rstn,                                
    input i_vid_vde,                             
    input i_vid_hsync,                           
    input i_vid_vsync,                           
    input [23:0]i_vid_data1,					 
    input [23:0]i_vid_data2,					 
    output o_vid_vde,                       	 
    output o_vid_hsync,                     	 
    output o_vid_vsync,                     	 
    output [23:0]o_vid_data                		 
);
    localparam SLIDE_STEP_CNT = C_CLOCK_FREQ_HZ / 1000000 * C_SLIDE_STEP_US;  
    localparam SLIDE_WAIT_CNT = C_CLOCK_FREQ_HZ / 1000 * C_SLIDE_CWAIT_MS;    
	localparam ST_IDLE			= 0;			 
	localparam ST_START			= 1;			 
	localparam ST_RIGHT			= 2;			 
	localparam ST_LEFT			= 3;			 
	localparam ST_END			= 4;			 
	reg [$clog2(SLIDE_WAIT_CNT):0]wait_cnt = 0;	 
    reg [$clog2(SLIDE_STEP_CNT):0]step_cnt = 0;	 
	reg [2:0]state_current = 0;
	reg [2:0]state_next = 0;
	reg reg_dir = 0;							 
    reg [11:0]reg_slide_pos = 0;				 
    reg [11:0]reg_pixel_pos = 0;				 
	reg flag_step = 0;							 
    reg flag_end = 0;							 
    reg vid_vde_o = 0;
    reg vid_hsync_o = 0;
    reg vid_vsync_o = 0;
    reg [23:0]vid_data_o = 0;
	assign o_vid_vde = vid_vde_o;
	assign o_vid_hsync = vid_hsync_o;
	assign o_vid_vsync = vid_vsync_o;
	assign o_vid_data = vid_data_o;
	always@(posedge i_clk or negedge i_rstn)begin
		if(i_rstn == 1'b0)vid_vde_o <= 1'b0;
		else vid_vde_o <= i_vid_vde;
	end
	always@(posedge i_clk or negedge i_rstn)begin
		if(i_rstn == 1'b0)vid_hsync_o <= 1'b0;
		else vid_hsync_o <= i_vid_hsync;
	end
	always@(posedge i_clk or negedge i_rstn)begin
		if(i_rstn == 1'b0)vid_vsync_o <= 1'b0;
		else vid_vsync_o <= i_vid_vsync;
	end
	always@(posedge i_clk or negedge i_rstn)begin
		if(i_rstn == 1'b0)vid_data_o <= 24'd0;
		else if(i_vid_vde == 1'b1 && reg_pixel_pos < reg_slide_pos)vid_data_o <= i_vid_data1; 
		else if(i_vid_vde == 1'b1 && reg_pixel_pos < reg_slide_pos + C_SLIDE_PWIDTH)vid_data_o <= C_SLIDE_COLOR; 
		else if(i_vid_vde == 1'b1)vid_data_o <= i_vid_data2; 
		else vid_data_o <= vid_data_o;
	end
	always@(*)begin
		case(state_current)
			ST_IDLE:begin
				if(wait_cnt < SLIDE_WAIT_CNT)state_next <= ST_IDLE; 
				else state_next <= ST_START;
			end
			ST_START:begin
				if(reg_dir == 1'b0)state_next <= ST_LEFT;	 
				else state_next <= ST_RIGHT;				 
			end
			ST_RIGHT:begin
				if(flag_end == 1'b1)state_next <= ST_END;
				else state_next <= ST_RIGHT;
			end
			ST_LEFT:begin
				if(flag_end == 1'b1)state_next <= ST_END;
				else state_next <= ST_LEFT;
			end
			ST_END:state_next <= ST_IDLE;
			default:state_next <= ST_IDLE;
		endcase
	end
	always@(posedge i_clk or negedge i_rstn)begin
		if(i_rstn == 1'b0)begin
			state_current <= ST_IDLE;
		end else begin
			state_current <= state_next;
		end
	end
	always@(posedge i_clk or negedge i_rstn)begin
        if(i_rstn == 1'b0)reg_dir <= 1'b0;
		else if(state_current == ST_END)reg_dir <= ~reg_dir;
		else reg_dir <= reg_dir;
	end
	always@(posedge i_clk or negedge i_rstn)begin
        if(i_rstn == 1'b0)reg_slide_pos <= 12'd0;
		else if(state_current == ST_LEFT && flag_step == 1'b1)reg_slide_pos <= reg_slide_pos + 1;
		else if(state_current == ST_RIGHT && flag_step == 1'b1)reg_slide_pos <= reg_slide_pos - 1;
		else reg_slide_pos <= reg_slide_pos;
	end
	always@(posedge i_clk or negedge i_rstn)begin
        if(i_rstn == 1'b0)reg_pixel_pos <= 12'd0;
		else if(i_vid_hsync == 1'b0)reg_pixel_pos <= 12'd0;
		else if(i_vid_vde == 1'b1)reg_pixel_pos <= reg_pixel_pos + 1;
		else reg_pixel_pos <= reg_pixel_pos;
	end
	always@(posedge i_clk or negedge i_rstn)begin
        if(i_rstn == 1'b0)flag_step <= 1'b0;
		else if(step_cnt < SLIDE_STEP_CNT)flag_step <= 1'b0;
		else flag_step <= 1'b1;
	end
	always@(posedge i_clk or negedge i_rstn)begin
        if(i_rstn == 1'b0)flag_end <= 1'b0;
		else if(state_current == ST_LEFT && reg_slide_pos < 1920 - C_SLIDE_PWIDTH)flag_end <= 1'b0; 
		else if(state_current == ST_LEFT)flag_end <= 1'b1;
		else if(state_current == ST_RIGHT && reg_slide_pos > 0)flag_end <= 1'b0;	 
		else if(state_current == ST_RIGHT)flag_end <= 1'b1;
		else flag_end <= 1'b0;
	end
	always@(posedge i_clk or negedge i_rstn)begin
        if(i_rstn == 1'b0)wait_cnt <= 0;
		else if(state_current == ST_IDLE)wait_cnt <= wait_cnt + 1;
		else wait_cnt <= 0;
	end
	always@(posedge i_clk or negedge i_rstn)begin
        if(i_rstn == 1'b0)step_cnt <= 0;
		else if(flag_step == 1'b0)step_cnt <= step_cnt + 1;
		else step_cnt <= 0;
	end
endmodule
==> impl_metrics.py <==
# Flow results
metrics = {
    "outcome": {
        "run_status": "completed",
    },
    "logic_synthesis": {
        "syn-cell-area_sq_um": 5450,
        "synth_dominant_cell_count": "sky130_fd_sc_hd__dfrtp_1",
        "ys_async_sr_fraction": 1.00,
        "yosysWarnings": 1,
        "postSynthRegisterBits": 98,
        "synthDistinctLibCells": 46,
        "netlist_instances": 558,
        "yosys_cells": 558,
        "synth_area_per_cell_sq_um": 9.77,
        "yosysTopAreaCellShare": 0.450,
        "yosysSeqAreaShare": 0.450,
        "edf_count": 0,
        "post_synth_most_frequent_cells": "98 x sky130_fd_sc_hd__dfrtp_1, 68 x sky130_fd_sc_hd__nor2_1, 39 x sky130_fd_sc_hd__nand2_1",
        "ys_area_sq_um": 5450,
        "synth-main-ff-cell": "sky130_fd_sc_hd__dfrtp_1",
        "top_cells_area": "sky130_fd_sc_hd__dfrtp_1 45%, sky130_fd_sc_hd__ha_1 8.5%, sky130_fd_sc_hd__xnor2_1 5.3%, sky130_fd_sc_hd__xor2_1 5.1%, sky130_fd_sc_hd__nor2_1 4.7%",
        "post-synth-top-area-cell": "sky130_fd_sc_hd__dfrtp_1",
    },
    "die": {
        "ioPinCount": 80,
        "design.core.area_sq_um": 13200,
        "floorplan.die_area_sq_um": 14100,
        "core.rowCount": 42,
        "floorplan.core_util": 0.411,
        "dieWidth_um": 119,
        "die-height_um": 119,
    },
    "timing": {
        "tightestPinTransition_ns": 0.739,
        "period_needed_ns": 3.52,
        "grt_setup_unrepaired": "no",
        "final_hold_viol_count": 0,
        "setup_ws_final_ns": 1.28,
        "final-setup-viol-count": 0,
        "tns_ns": 0,
        "max_freq_mhz": 284,
        "slew_headroom": 0.507,
        "maxSlewViolCount": 0,
        "finalClockSkew_ns": 0.00656,
        "final.period_utilization": 0.734,
    },
    "drt": {
        "dr_vias": 4170,
        "route.antenna.remaining_nets": 0,
        "routed_wirelength_um": 11700,
        "wire_per_inst_um": 14.4,
        "detailedRoute.firstPassIterationCount": 7,
        "diodes": 0,
        "route.detailed.vias_per_inst": 5.11,
        "dr.first_iter.drc_count": 210,
        "drc_errors": 0,
    },
    "clocking": {
        "postCtsSetupRepairBufs": 0,
        "numCtsBuffers": 9,
        "cts.repair.resized": 0,
        "buffer_depth_of_the_longest_clock_path": 2,
        "clkSinkCount": 98,
        "clock_tree.root_cell": "sky130_fd_sc_hd__clkbuf_16",
        "h-tree-depth": 3,
        "cts_tree": "built",
        "clock_latency_of_the_later_clocked_register_in_the_worst_skew_pair_ns": 0.35,
        "cts.reportedPaths.clkPinSlew_ns": 0.07,
        "cts-hold-fix-buffers": 0,
    },
    "power": {
        "power_per_cell_area_nw_per_um2": 253,
        "power.leakage_nw": 2.97,
        "irDropWorstVdd_v": 0.000169,
    },
    "worst_setup_path": {
        "critical_path_class": "flop to flop",
        "cp_slowest_stage_delay_ns": 0.54,
        "r2r_slack_ns": 1.28,
        "r2r.worst_path.cells": 13,
        "r2r-end": "vid_data_o[13]",
        "critPathArrivalTime_ns": 3.75,
        "crit_start": "reg_slide_pos[0]",
        "timing.critical_path.buf_inv": 1,
        "cp_top_family": "AND-OR/OR-AND gates",
        "start_kind": "flop",
        "crit_required_ns": 5.03,
        "crit-reg2reg-launch": "reg_slide_pos[0]",
        "critical_path.endpoint_type": "flop",
        "critical_path.cell_chain": "ha_1, nor2_1, nor2_1, nand4_1, xnor2_1, ha_1, a2111o_1, a211o_1, or3_1, o2111ai_1, nor3_2, buf_4, a221o_1",
        "cp_slowest_cell": "sky130_fd_sc_hd__dfrtp_1",
        "worst-path-stages": 13,
        "critPathCapture": "vid_data_o[13]",
        "top_fanout_value_on_the_critical_path": 24,
    },
    "flow_run": {
        "maxCapViolations": 0,
        "tool_warnings": 26,
    },
    "global_route": {
        "maximum_number_of_pins_on_one_net_before_global_route_repair": 58,
        "grt_pass1_wl_um": 20000,
        "grt.total_usage": 0.180,
        "globalRoute.totalOverflow": 0,
        "grt_pass1_vias": 4052,
        "number_of_antenna_violations_at_the_first_check_in_global_routing": 0,
    },
    "layout": {
        "drive_gt1_frac": 0.0500,
        "finalNonFillerCells": 816,
        "area_growth_syn_to_layout_pct": 23.4,
    },
    "placement": {
        "post-place-ws_ns": 1.31,
        "gp_congestion": 0.833,
        "placed_cells": 800,
        "dpl.hpwl_um": 8130,
        "port_buffers": 79,
    },
    "worst_hold_path": {
        "min_path_type": "flop to flop",
    },
}
==> layout make-up <==
| class | instances | area, sq um |
|---|---|---|
| repair buffers | 84 | 826 |
| clock buffers | 10 | 239 |
| multi-input cells | 424 | 2870 |
| inverters | 18 | 67.6 |
| clock inverters | 6 | 56.3 |
| well taps | 176 | 220 |
| fillers | 1202 | 6520 |
| flip-flops and latches | 98 | 2450 |
==> power by group <==
group	switching, W	total (W)	internal [W]	leakage (nW)
clock network	0.000342	0.000719	0.000377	0.143
registers	0.0000102	0.000852	0.000842	1.34
logic	0.0000459	0.000130	0.0000838	1.49
==> stage by stage <==
stage          instance area [sq um]  power [W]   util  hold WS (ns)
2_1_floorplan                   5450   0.000898      -         0.425
3_3_place_gp                    6430   0.000999  0.486         0.440
3_5_place_dp                    6430    0.00100  0.486         0.448
4_1_cts                         6730    0.00173  0.508         0.459
5_1_grt                         6730    0.00177  0.508         0.468
6_report                        6730    0.00170  0.508         0.455
==> cell usage in the layout, fill, tap and decap left out, types with 2 or more instances in the layout <==
master	instances
sky130_fd_sc_hd__a31o_2	2
sky130_fd_sc_hd__nor2_1	68
sky130_fd_sc_hd__o21ai_0	25
sky130_fd_sc_hd__nor2b_1	29
sky130_fd_sc_hd__nor4_1	3
sky130_fd_sc_hd__dfrtp_1	98
sky130_fd_sc_hd__a211o_1	2
sky130_fd_sc_hd__nand2_1	39
sky130_fd_sc_hd__a31oi_1	2
sky130_fd_sc_hd__a21o_1	5
sky130_fd_sc_hd__o2111ai_1	2
sky130_fd_sc_hd__buf_4	6
sky130_fd_sc_hd__o211ai_1	3
sky130_fd_sc_hd__xor2_1	32
sky130_fd_sc_hd__inv_8	2
sky130_fd_sc_hd__clkinv_4	2
sky130_fd_sc_hd__a21oi_1	21
sky130_fd_sc_hd__nor3_1	15
sky130_fd_sc_hd__a211oi_1	4
sky130_fd_sc_hd__inv_1	18
sky130_fd_sc_hd__o21bai_1	2
sky130_fd_sc_hd__and2_1	4
sky130_fd_sc_hd__or3_1	8
sky130_fd_sc_hd__clkdlybuf4s50_1	78
sky130_fd_sc_hd__nand3_1	22
sky130_fd_sc_hd__nand2b_1	5
sky130_fd_sc_hd__nand4_1	11
sky130_fd_sc_hd__ha_1	37
sky130_fd_sc_hd__and3_1	8
sky130_fd_sc_hd__mux2_2	2
sky130_fd_sc_hd__a221o_1	24
sky130_fd_sc_hd__xnor2_1	33
sky130_fd_sc_hd__clkbuf_16	9
==> registers in the layout, summed over array words and instances (netlist names), 3 cells and up <==
signal / count
wait_cnt: 29
reg_slide_pos: 12
vid_data_o: 24
step_cnt: 12
state_current: 3
reg_pixel_pos: 12
==> worst min path at each step <==
stage          startpoint          end  slack, ns  depth (start not counted)
finish        step_cnt[0]  step_cnt[0]       0.46                          1
CTS           step_cnt[0]  step_cnt[0]       0.46                          1
global route  step_cnt[0]  step_cnt[0]       0.47                          1
==> layer usage <==
metal	global-route usage	wire (um)	vias to the layer above
li1	-	-	2133
met1	0.280	5880	1972
met2	0.284	5390	58
met3	0.0290	352	7
met4	0.0158	127	0
met5	0	0	-
==> cell families after synthesis <==
logic type / synth area share
adders and majority gates: 0.0886
buffers and inverters: 0.0250
DFF: 0.450
and+or+nand+nor: 0.200
AOI/OAI and AO/OA: 0.126
xor gates and xnor gates: 0.104
muxes: 0.00597
Power figures rest on the tool's default switching activity, not on a simulated workload.
